<file path="./config.mk">
export PLATFORM = sky130hd
export DESIGN_NAME = register25b
export DESIGN_NICKNAME = register25b
export VERILOG_FILES = /design/flow/design.v
export SDC_FILE = /design/flow/constraint.sdc
export NUM_CORES = 4
export LEC_CHECK = 1
export CORE_AREA = 10 10 97 97
export DIE_AREA = 0 0 107 107
</file>
<file path="./constraint.sdc">
current_design register25b

set clk_period 1.5
set clk_io_pct 0.2

create_clock -name clk0 -period $clk_period [get_ports {clk}]

set non_clock_inputs [all_inputs -no_clocks]
set_input_delay [expr $clk_period * $clk_io_pct] -clock clk0 $non_clock_inputs
set_output_delay [expr $clk_period * $clk_io_pct] -clock clk0 [all_outputs]
</file>
<file path="./design.v">
`timescale 1ns/1ns
module register25b(clk, rst, ld, regin, regout);
  parameter N = 25;
  input clk;
  input rst;
  input ld;
  input [N - 1:0] regin;
  output reg [N - 1:0] regout;
	always @ (posedge clk, posedge rst) begin
		if (rst)
			regout <= 0;
		else	begin
			if (ld)
				regout <= regin;
		end
	end
endmodule
</file>
<file path="./run.sh">
#!/bin/bash
# OpenROAD 26Q1-2900-gdf79404cd8, Yosys 0.63+post, stock flow scripts
make -C /OpenROAD-flow-scripts/flow DESIGN_CONFIG=/design/flow/config.mk WORK_HOME=/design/flow/orfs finish
</file>
==> run summary <==
Sw Share: 22.58%
pwr dens: 905.0 nW/um^2
Die X: 107 microns
leakage power: 0.0007293 uW
Layout area overhead: 64.54%
register area: 625.6 sq um
Core ar.: 7292 sq um
gpl congestion: 0.6776
Arr. time, crit path: 1.14 ns
fmax: 0.6967 GHz
RSZ-0062 raised after global routing: no
CTS resizes: 0
overall routing resource usage: 4.721%
first-pass GRT wire length: 4278 microns
final hold slack: 0.3781 ns
yosys stat area: 1037 sq um
combinational share of power: 22.0%
Max Clock Skew: 0 ns
Worst path slowest cell: clkdlybuf4s50_1
YS warnings: 1
final hold vios: 0
DRC Markers: 0
Pre-Place Util: 14.22%
Inserted Clock Buffers: 3
P_sw: 348.7 uW
CTS clock-pin slew for the worst setup and hold paths: 0.10 ns
crit path max fanout: 2
synthesized area: 1037 sq um
hpwl dp: 2021 microns
drt total wl: 2666 microns
synth unique cells: 6
largest registers: regout: 25 flops
slew margin rel.: 77.27%
HP Class: primary input to async pin
final cycle utilization of the critical path: 95.69%
TritonRoute pass-1 iters: 2
CP Cell Sequence: clkdlybuf4s50_1
final setup margin: 0.06458 ns
post-layout util: 23.40%
worst vdd ir: 0.2760 mV
DP Worst Slack: 0.3523 ns
CTS root buf: clkbuf_8
number of flip-flops in the largest register: 25
worst stage delay on the critical path: 0.49 ns
Clock Sinks: 25
share of cells above drive strength 1: 30.00%
remaining global-route overflow: 0
worst r2r src: regout[19]
total number of cells along the worst setup path: 1
worst slew pin tran: 0.3409 ns
vias: 642
die height: 107 microns
sequential power share: 50.2%
final setup vio count: 0
Syn Inst Count: 54
fillcell total: 786
clock power share: 27.8%
# rows: 31
Biggest register: regout
Mapped Avg Cell Area: 19.21 sq um
r2r setup slk: 0.62 ns
tool warnings: 25
diodes inserted: 0
Yosys top cell area share: 60.31%
Post-Route Setup TNS: 0 ns
P_int: 1196 uW
delay-heaviest family, CP: buffers and inverters
Critical Path RT: 1.20 ns
Die Area: 11450 sq um
startpoint types: flip-flop
antenna viol nets, final: 0
port bufs: 52
vias in the first global route: 772
post-layout min period: 1.435 ns
synthesized flop and latch total: 25
Power Total: 1544 uW
FF-to-FF End: regout[19]
DR vias/cell: 3.072
total I/O pin count: 53
# Cells Yosys: 54
critical path class: flip-flop to output pin
Combinational Area: 356.6 sq um
status: finished, final reports clean
WL per Instance: 12.76 microns
final slew viol count: 0
crit path buf inv count: 1
largest net degree at the start of global routing: 26
htree depth: 1
Clk Latency, worst-skew pair: 0.27 ns
crit path capture type: output pin
number of DRC markers in iteration 0: 18
Top cells by area: dfrtp_1 (60%), mux2_4 (29%), mux2_2 (5.4%), buf_12 (3.9%), buf_6 (1.1%)
initial antenna violation count: 0
register share after synthesis: 60.31%
CTS tree: built
MaxCap Viol Count: 0
Yosys top cell by area: dfrtp_1
Clock Tree Buf Depth: 2
worst reg2reg path depth: 2
==> cell families after synthesis <==
group                  after synthesis  share of synthesized area, %
buffers and inverters                4                         5.307
multiplexers                        25                         34.38
flip-flops                          25                         60.31
==> what timing repair did <==
action,CTS,global route
endpoints found under the setup margin,0,1
endpoints found under the hold margin,0,0
setup buffers,0,1
hold buffers,0,0
==> per-stage QoR <==
stage               cell area (sq um)  std cells
floorplan                        1037         54
global placement                 1653        204
detailed placement               1653        204
CTS                              1699        208
global route                     1707        209
finish                           1707        209
==> power by group through the flow <==
stage | Clock, uW | Sequential (uW) | Combinational [uW]
after CTS | 471 | 777 | 347
final | 429 | 776 | 340
after global routing | 492 | 787 | 371
==> worst register-to-register path, cell delays in order (launching register included) <==
cell     delay (ns)
dfrtp_1        0.39
buf_4          0.13
mux2_4         0.25
==> cells in the final DEF (no fill, tap or decap), drive strengths merged <==
master / instances
dfrtp: 25
clkinv: 1
mux2: 25
inv: 1
buf: 4
clkdlybuf4s50: 51
clkbuf: 3
==> Yosys cell counts <==
cell type  number
mux2_2          5
buf_12          2
inv_1           1
buf_6           1
dfrtp_1        25
mux2_4         20
==> worst max path at each step <==
stage                 startpoint    endpoint
final                 regout[15]  regout[15]
after global routing  regout[20]  regout[20]
after CTS             regout[19]  regout[19]
==> final cells by class <==
cell class                      count  area share (%)
Clock buffer                        3           2.419
Clock inverter                      1          0.2933
Inverter                            1          0.2199
Multi-Input combinational cell     25           20.89
Sequential cell                    25           36.66
Tap cell                           99           7.258
Timing Repair Buffer               55           32.26
==> routing by layer <==
| layer | global-route usage, % | part of all wire (%) |
|---|---|---|
| met2 | 6.892 | 43 |
| met5 | 0 | 0 |
| met3 | 1.880 | 8.4 |
| met4 | 0.3868 | 0 |
| met1 | 6.712 | 48 |
Power is estimated from default activity; no workload was simulated.
